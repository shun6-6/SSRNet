<file path="constraint.sdc">
current_design AXIS_gen_module

set clk_period 2.8
set clk_io_pct 0.2

create_clock -name clk0 -period $clk_period [get_ports {i_clk}]

set non_clock_inputs [all_inputs -no_clocks]
set_input_delay [expr $clk_period * $clk_io_pct] -clock clk0 $non_clock_inputs
set_output_delay [expr $clk_period * $clk_io_pct] -clock clk0 [all_outputs]
</file>
<file path="run.sh">
#!/bin/bash
# OpenROAD 26Q1-2900-gdf79404cd8, Yosys 0.63+post, stock flow scripts
make -C /OpenROAD-flow-scripts/flow DESIGN_CONFIG=/design/flow/config.mk WORK_HOME=/design/flow/orfs finish
</file>
<file path="config.mk">
export PLATFORM = sky130hd
export DESIGN_NAME = AXIS_gen_module
export DESIGN_NICKNAME = AXIS_gen_module
export VERILOG_FILES = /design/flow/design.v
export SDC_FILE = /design/flow/constraint.sdc
export NUM_CORES = 4
export LEC_CHECK = 1
export CORE_UTILIZATION = 30
</file>
<file path="design.v">
`timescale 1ns / 1ps
module AXIS_gen_module(
    input           i_clk               ,
    input           i_rst               ,
    input           i_stat_rx_status    ,
    input           m_axis_tx_tready    ,
    output          m_axis_tx_tvalid    ,
    output [63 :0]  m_axis_tx_tdata     ,
    output          m_axis_tx_tlast     ,
    output [7  :0]  m_axis_tx_tkeep     ,
    output          m_axis_tx_tuser     ,
    input           s_axis_rx_tvalid    ,
    input [63 :0]   s_axis_rx_tdata     ,
    input           s_axis_rx_tlast     ,
    input [7  :0]   s_axis_rx_tkeep     ,
    input           s_axis_rx_tuser     
);
localparam  P_SEND_LEN = 186;
localparam  P_SRC_MAC = 48'h01_02_03_04_05_06;
localparam  P_DST_MAC = 48'hff_ff_ff_ff_ff_ff;
localparam  P_TYPE    = 16'h0800            ;
reg             rm_axis_tx_tvalid   ;
reg  [63 :0]    rm_axis_tx_tdata    ;
reg             rm_axis_tx_tlast    ;
reg  [7  :0]    rm_axis_tx_tkeep    ;
reg  [5 : 0]    r_init_cnt          ;
reg             ri_stat_rx_status   ;
reg  [15: 0]    r_send_cnt          ;
wire            w_send_en           ;
wire            w_tx_active         ;
assign m_axis_tx_tvalid = rm_axis_tx_tvalid;
assign m_axis_tx_tdata  = { rm_axis_tx_tdata[7 : 0],rm_axis_tx_tdata[15: 8],
                            rm_axis_tx_tdata[23:16],rm_axis_tx_tdata[31:24],
                            rm_axis_tx_tdata[39:32],rm_axis_tx_tdata[47:40],
                            rm_axis_tx_tdata[55:48],rm_axis_tx_tdata[63:56]} ;
assign m_axis_tx_tlast  = rm_axis_tx_tlast ;
assign m_axis_tx_tkeep  = { rm_axis_tx_tkeep[0],rm_axis_tx_tkeep[1],
                            rm_axis_tx_tkeep[2],rm_axis_tx_tkeep[3],
                            rm_axis_tx_tkeep[4],rm_axis_tx_tkeep[5],
                            rm_axis_tx_tkeep[6],rm_axis_tx_tkeep[7]} ;
assign m_axis_tx_tuser  = 'd0 ;
assign w_send_en   = &r_init_cnt;
assign w_tx_active = rm_axis_tx_tvalid & m_axis_tx_tready;
always @(posedge i_clk or posedge i_rst)begin
    if(i_rst)
        ri_stat_rx_status <= 'd0;
    else
        ri_stat_rx_status <= i_stat_rx_status;
end
always @(posedge i_clk or posedge i_rst)begin
    if(i_rst)
        r_init_cnt <= 'd0;
    else if(&r_init_cnt)
        r_init_cnt <= r_init_cnt;
    else if(i_stat_rx_status)
        r_init_cnt <= r_init_cnt + 1;
    else
        r_init_cnt <= r_init_cnt;
end
always @(posedge i_clk or posedge i_rst)begin
    if(i_rst)
        r_send_cnt <= 'd0;
    else if(r_send_cnt == P_SEND_LEN - 1)
        r_send_cnt <= 'd0;
    else if(w_tx_active)
        r_send_cnt <= r_send_cnt + 'd1;
    else
        r_send_cnt <= r_send_cnt;
end
always @(posedge i_clk or posedge i_rst)begin
    if(i_rst)
        rm_axis_tx_tvalid <= 'd0;
    else if(r_send_cnt == P_SEND_LEN - 1)
        rm_axis_tx_tvalid <= 'd0;
    else if(w_send_en)
        rm_axis_tx_tvalid <= 'd1;
    else
        rm_axis_tx_tvalid <= rm_axis_tx_tvalid;
end
always @(posedge i_clk or posedge i_rst)begin
    if(i_rst)
        rm_axis_tx_tdata <= 'd0;
    else if(r_send_cnt == 0 && w_tx_active)
        rm_axis_tx_tdata <= {P_SRC_MAC[31:0],P_TYPE,16'hff_ff};
    else if(r_send_cnt == 0)
        rm_axis_tx_tdata <= {P_DST_MAC,P_SRC_MAC[47:32]};
    else if(w_tx_active)
        rm_axis_tx_tdata <= {4{r_send_cnt}};
    else
        rm_axis_tx_tdata <= rm_axis_tx_tdata;
end
always @(posedge i_clk or posedge i_rst)begin
    if(i_rst)
        rm_axis_tx_tlast <= 'd0;
    else if(r_send_cnt == P_SEND_LEN - 2 && w_tx_active)
        rm_axis_tx_tlast <= 'd1;
    else if(r_send_cnt == P_SEND_LEN - 1 && w_tx_active)
        rm_axis_tx_tlast <= 'd0;
    else
        rm_axis_tx_tlast <= rm_axis_tx_tlast;
end
always @(posedge i_clk or posedge i_rst)begin
    if(i_rst)
        rm_axis_tx_tkeep <= 'd0;
    else
        rm_axis_tx_tkeep <= 8'hff;
end
endmodule
</file>
==> out/results.md <==
| Quantity | Reported |
|:---|:---|
| WL final | 5940 um |
| Class of the worst hold path | reg2reg |
| Share of total power in combinational logic | 24.4% |
| Die H | 100 um |
| Number of synthesized flops with an enable pin | 0 |
| Share of the synthesized area in the top cell type | 52.7% |
| Layout cell share with drive strength beyond 1 | 6.76% |
| Detail Placement HPWL | 4130 um |
| Number of vias per cell | 4.49 |
| Avg Inst Size Synth | 9.76 sq um |
| Place WS | 0.358 ns |
| Remaining routing DRC violations | 0 |
| Internal Dissipation | 1.93 mW |
| Crit path required time | 3.05 ns |
| Port buffer count | 77 |
| Detail-routed net length per standard cell | 12.7 um |
| Number of antenna violations at the first check in global routing | 0 |
| Critical setup path kind | reg2reg |
| Peak fanout along the critical path | 15 |
| Final RePlAce weighted congestion | 0.831 |
| Number of warnings reported in the yosys synthesis log | 1 |
| Area of the core region | 9280 sq um |
| Largest net degree at the start of global routing | 42 |
| Pin slew with the least headroom to its limit | 0.533 ns |
| Max IR drop VDD | 0.364 mV |
| Synthesized instance count | 297 |
| Row count | 35 |
| Number of iterations in the first detailed-routing pass | 6 |
| Type of element capturing the critical path | flop |
| Wire length of the first global-routing pass | 9770 um |
| Share of power burned in registers | 45.3% |
| Library cell with the highest instance count after synthesis | dfrtp_1 |
| Post-synthesis instance area | 2900 sq um |
| Die X | 100 um |
| Number of distinct library cells after synthesis | 34 |
| Share of flip-flops with an asynchronous set or reset | 100% |
| Clk Latency, worst-skew pair | 0.33 ns |
| Clock Tree Root | clkbuf_8 |
| CTS-repair resized insts | 0 |
| Vias in the first global route | 1936 |
| Leading cell types by count after synthesis | dfrtp_1 (61), nor2_1 (45), buf_4 (36), nand2_1 (30), a21oi_1 (18) |
| Clk sink count | 61 |
| Total clock buffers created by CTS | 9 |
| Number of failing hold endpoints at the final stage | 0 |
| Cell accounting for the most synthesized area | dfrtp_1 |
| Filler Cell Count | 917 |
| Crit path setup slack, layout | 0.338 ns |
| Critical path launch point type | flop |
| Area added between synthesis and finish | 29.3% |
| CTS tree | built |
| Number of cell instances after yosys synthesis | 297 |
| Power dissipated by switching net loads | 635 uW |
| Ranking of synthesized cells by area | dfrtp_1 (53%), buf_4 (9.3%), nor2_1 (5.8%) |
| Worst-case clock buffer depth | 2 |
| Post-Route Setup TNS | 0 ns |
| Skew final | 0.00605 ns |
| Switching fraction of total power | 24.7% |
| Post-CTS setup buffers | 0 |
| Max_slew headroom | 64.3% |
| Leakage power of the design | 1.67 nW |
| Power density over cell area | 685 nW/um^2 |
| Max cap viols | 0 |
| Clock transition at the register clock pins on the worst setup and hold paths after CTS | 0.06 ns |
| Max Clock Freq | 406 MHz |
| Maximum level of the CTS H-tree | 3 |
| Via count of the routed design | 2107 |
| Overall global routing resource usage | 12.7% |
| Unrepaired setup endpoints after global routing | no |
| Yosys stat area | 2900 sq um |
| Overflow left after global routing | 0 |
| Most instantiated flip-flop cell in the synthesis netlist | dfrtp_1 |
| CTS Hold Bufs | 0 |
| DR iter-0 viols | 67 |
| Tool warning count | 102 |
| Slew Viols, Final | 0 |
| Remaining antenna violation count | 0 |
| Cycle use final | 87.9% |
| Sequential share of the synthesized area | 52.7% |
| Status | completed |
| Min Tclk post-route | 2.46 ns |
| Total power of the final layout | 2.57 mW |
| Chip Footprint | 10100 sq um |
| Antenna diode count | 0 |
| Flops after synth | 61 |
| Core utilization before placement | 31.2% |
| Final setup violating endpoints | 0 |
| Clock network fraction of design power | 30.3% |
| Number of top-level design ports | 154 |
| Crit path DAT | 2.71 ns |
[state kept, by name, summed over array words and instances, names as in the netlist]
name               flops
r_send_cnt            16
rm_axis_tx_tlast       1
rm_axis_tx_tvalid      1
rm_axis_tx_tdata      36
r_init_cnt             6
rm_axis_tx_tkeep       1
[final cells by class]
| cell class | count | area [sq um] | area share, % |
|---|---|---|---|
| Sequential cell | 61 | 1530 | 40.7 |
| Tap cell | 129 | 161 | 4.31 |
| Clock inverter | 1 | 30.0 | 0.801 |
| Clock buffer | 13 | 169 | 4.51 |
| Timing Repair Buffer | 84 | 836 | 22.3 |
| Inverter | 5 | 18.8 | 0.501 |
| Multi-Input combinational cell | 176 | 1010 | 26.9 |
[cell usage in the layout (no fill, tap or decap)]
cell / instances
and4_1: 2
ha_1: 4
nor3_1: 3
buf_4: 6
conb_1: 2
o21a_1: 1
clkbuf_1: 1
dfrtp_1: 61
nand3_1: 5
or4b_1: 1
or4_1: 4
nor2_1: 45
or4_4: 1
o22a_1: 1
and2_1: 1
a2bb2oi_1: 13
xnor2_1: 12
o211ai_1: 1
clkbuf_8: 12
and3_1: 2
clkdlybuf4s50_1: 77
o21ai_0: 6
nand2b_1: 1
inv_2: 1
a31oi_1: 3
inv_1: 4
buf_12: 1
nand2_1: 30
xor2_1: 8
bufinv_16: 1
a22o_1: 1
a22oi_1: 1
or3_1: 2
nand4_1: 6
nor4_1: 1
nor3_2: 1
a21oi_1: 18
[power by group through the flow]
stage | clock (mW) | sequential [mW] | combinational (mW)
finish | 0.780 | 1.16 | 0.627
global route | 0.856 | 1.19 | 0.704
CTS | 0.811 | 1.17 | 0.640
[worst paths after layout]
| check | startpoint | to | slack, ns | cells after the start |
|---|---|---|---|---|
| hold reg to reg | r_init_cnt[3] | r_init_cnt[3] | 0.51 | 1 |
| hold / removal | r_init_cnt[3] | r_init_cnt[3] | 0.51 | 1 |
| setup / recovery | r_send_cnt[0] | rm_axis_tx_tdata[2] | 0.34 | 7 |
| min in group asynchronous | i_rst | rm_axis_tx_tkeep[0] | 0.56 | 2 |
| max in group asynchronous | i_rst | rm_axis_tx_tdata[0] | 1.67 | 3 |
| setup reg to reg | r_send_cnt[0] | rm_axis_tx_tdata[2] | 0.34 | 7 |
[cell families (layout without fill, tap and decap cells)]
group / count (synthesis) / after routing / share of synthesized area (%)
AND-OR/OR-AND: 45 / 45 / 10.1
XOR/XNOR: 20 / 20 / 6.04
adder cells (fa/ha/maj): 4 / 4 / 1.73
buffers and inverters: 60 / 103 / 12.6
flip-flops: 61 / 61 / 52.7
other: 2 / 2 / 0.259
AND/OR/NAND/NOR: 105 / 105 / 16.6
[worst max-delay path: stages, from the launching register on]
cell       delay, ns
dfrtp_1         0.45
inv_1           0.11
ha_1            0.22
or4b_1          0.43
or4_1           0.42
buf_4           0.21
nand2_1         0.33
a2bb2oi_1       0.20
[per-stage QoR]
stage / util [%] / cells / area (sq um) / hold WS (ns)
detailed placement: 38.2 / 455 / 3550 / 0.492
global route: 40.4 / 469 / 3750 / 0.527
finish: 40.4 / 469 / 3750 / 0.508
CTS: 40.4 / 469 / 3750 / 0.511
global placement: 38.2 / 455 / 3550 / 0.493
floorplan: - / 297 / 2900 / 0.442
[routing by layer]
metal  routed length, um  up-vias  global-route usage, %  part of all wire (%)
met5                   0        -                      0                     0
met4                  70        0                   1.78                   1.2
met3                 293        8                   3.97                   4.9
met2                2720       65                   18.8                    46
met1                2850      995                   19.3                    48
li1                    -     1039                      -                     -
Power is estimated from default activity; no workload was simulated.
