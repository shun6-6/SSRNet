## flow/config.mk

```make
export PLATFORM = sky130hd
export DESIGN_NAME = server_module
export DESIGN_NICKNAME = server_module
export VERILOG_FILES = /design/flow/design.v
export SDC_FILE = /design/flow/constraint.sdc
export NUM_CORES = 4
export LEC_CHECK = 1
export CORE_UTILIZATION = 30
```

## flow/constraint.sdc

```tcl
current_design server_module

set clk_period 4.9
set clk_io_pct 0.2

create_clock -name clk0 -period $clk_period [get_ports {i_clk}]

set non_clock_inputs [all_inputs -no_clocks]
set_input_delay [expr $clk_period * $clk_io_pct] -clock clk0 $non_clock_inputs
set_output_delay [expr $clk_period * $clk_io_pct] -clock clk0 [all_outputs]
```

## flow/design.v

```verilog
`timescale 1ns / 1ps
module server_module#(
    parameter       P_UPLINK_TRUE   = 0                     ,
    parameter       P_SEED          = 8'hA5                 ,
    parameter       P_MAC_HEAD      = 32'h8D_BC_5C_4A       ,
    parameter       P_MY_TOR_MAC    = 48'h8D_BC_5C_4A_00_00 ,
    parameter       P_MY_PORT_MAC   = 48'h8D_BC_5C_4A_00_01 
)(
    input           i_clk               ,
    input           i_rst               ,
    input           i_stat_rx_status    ,
    input  [63:0]   i_time_stamp        ,
    input  [2 : 0]  i_cur_connect_tor   ,
    input           i_sim_start         ,
    input  [47:0]   i_check_mac         , 
    input  [3 :0]   i_check_id          ,
    input           i_check_valid       ,
    output [2 :0]   o_outport           ,
    output          o_result_valid      ,
    output [3 :0]   o_check_id          ,
    output [1 :0]   o_seek_flag         ,
    output          tx_axis_tvalid      ,
    output [63:0]   tx_axis_tdata       ,
    output          tx_axis_tlast       ,
    output [7 :0]   tx_axis_tkeep       ,
    output          tx_axis_tuser       ,
    input           rx_axis_tvalid      ,
    input  [63:0]   rx_axis_tdata       ,
    input           rx_axis_tlast       ,
    input  [7 :0]   rx_axis_tkeep       ,
    input           rx_axis_tuser       ,
    output          rx_axis_tready      
);
localparam      P_PKT_LEN   = 128;
localparam      P_PKT_NUM = 64;
localparam      P_GAP_CYCLE = 50;
localparam      P_SKEWS = 0;
localparam      P_HOT_PKT_NUM = 120;
localparam      P_HOT_GAP_CYCLE = 932;
localparam      P_TX_IDLE   = 'd0,
                P_TX_RANDOM = 'd1,
                P_TX_DATA   = 'd2,
                P_TX_GAP    = 'd3,
                P_TX_END    = 'd4;
reg  [5 : 0]    r_cur_state ;
reg  [5 : 0]    r_nxt_state ;
reg  [15: 0]    r_st_cnt    ;
reg  [63:0]     r_dealy;
reg             ri_sim_start        ;
reg             r_tx_axis_tvalid    ;
reg  [63:0]     r_tx_axis_tdata     ;
reg             r_tx_axis_tlast     ;
reg  [15:0]     r_tx_cnt            ;
reg  [7 : 0]    r_random_dest       ;
reg  [2 : 0]    r_dest_tor          ;
reg  [2 : 0]    r_dest_server       ;
reg  [47: 0]    r_dest_mac          ;
reg  [2 :0]     ro_outport          ;
reg             ro_result_valid     ;
reg  [3 :0]     ro_check_id         ;
reg  [1 :0]     ro_seek_flag        ;
reg  [47:0]     ri_check_mac        ;
reg  [3 :0]     ri_check_id         ;
reg             ri_check_valid      ;
reg  [15:0]     r_cycle_cnt;
reg  [15:0]     r_send_gap;
reg             r_send_end;
wire feedback;
wire w_skews_tor;
assign rx_axis_tready = 1'b1;
assign o_outport      = ro_outport     ;
assign o_result_valid = ro_result_valid;
assign o_check_id     = ro_check_id    ;
assign o_seek_flag    = ro_seek_flag   ;
assign tx_axis_tvalid = r_tx_axis_tvalid;
assign tx_axis_tdata  = r_tx_axis_tdata ;
assign tx_axis_tlast  = r_tx_axis_tlast ;
assign tx_axis_tkeep  = 8'hff ;
assign tx_axis_tuser  = 'd0 ;
assign feedback = r_random_dest[7] ^ r_random_dest[5] ^ r_random_dest[4] ^ r_random_dest[3];
assign w_skews_tor = (P_SKEWS != 0) && ((P_MY_PORT_MAC[47:8] == 48'h8D_BC_5C_4A_00) || (P_MY_PORT_MAC[47:8] == 48'h8D_BC_5C_4A_02));
always @(posedge i_clk or posedge i_rst) begin
    if(i_rst)
        ri_sim_start <= 'd0;
    else if(i_sim_start)
        ri_sim_start <= i_sim_start;
    else
        ri_sim_start <= ri_sim_start;
end
always @(posedge i_clk or posedge i_rst) begin
    if (i_rst) 
        r_random_dest <= P_SEED; 
    else if(r_cur_state == P_TX_RANDOM && r_st_cnt == 'd0)
        r_random_dest <= {r_random_dest[6:0], feedback};
    else
        r_random_dest <= r_random_dest;
end
always @(posedge i_clk or posedge i_rst)begin
    if(i_rst)
        r_dest_tor <= 'd0;
    else if(r_cur_state == P_TX_RANDOM && r_st_cnt == 'd1)
        r_dest_tor <= r_dest_tor + 1'b1;
    else
        r_dest_tor <= r_dest_tor;
end
always @(posedge i_clk or posedge i_rst)begin
    if(i_rst)
        r_send_gap <= 'd0;
    else if(P_SKEWS && P_MY_PORT_MAC[47:8] == 48'h8D_BC_5C_4A_00)
        r_send_gap <= P_HOT_GAP_CYCLE;
    else if(P_SKEWS && P_MY_PORT_MAC[47:8] == 48'h8D_BC_5C_4A_02)
        r_send_gap <= P_HOT_GAP_CYCLE;
    else
        r_send_gap <= P_GAP_CYCLE;
end
always @(posedge i_clk or posedge i_rst)begin
    if(i_rst)
        r_dest_server <= 'd0;
    else if(r_cur_state == P_TX_RANDOM && r_st_cnt == 'd2 && (r_dest_tor) == P_MY_TOR_MAC[10:8])
        r_dest_server <= P_MY_PORT_MAC[2:0] == 'd1 ? 3'd2 : 3'd1;
    else if(r_cur_state == P_TX_RANDOM && r_st_cnt == 'd2 && (r_dest_tor) != P_MY_TOR_MAC[10:8])
        r_dest_server <= r_random_dest[0] == 'd1 ? 3'd1 : 3'd2;
    else
        r_dest_server <= r_dest_server;
end
always @(posedge i_clk or posedge i_rst)begin
    if(i_rst)
        r_dest_mac <= 'd0;
    else if(r_cur_state == P_TX_RANDOM && r_st_cnt == 'd3)
        r_dest_mac <= {P_MAC_HEAD,{5'd0,r_dest_tor},{5'd0,r_dest_server}};
    else
        r_dest_mac <= r_dest_mac;
end
always @(posedge i_clk or posedge i_rst)begin
    if(i_rst)
        r_cur_state <= P_TX_IDLE;
    else
        r_cur_state <= r_nxt_state;
end
always @(posedge i_clk or posedge i_rst) begin
    if (i_rst) 
        r_st_cnt <= P_SEED; 
    else if(r_cur_state != r_nxt_state)
        r_st_cnt <= 'd0;
    else
        r_st_cnt <= r_st_cnt + 'd1;
end
always @(*)begin
    case (r_cur_state)
        P_TX_IDLE   : r_nxt_state = !P_UPLINK_TRUE && ri_sim_start ? P_TX_RANDOM : P_TX_IDLE;
        P_TX_RANDOM : r_nxt_state = r_st_cnt == 3 ? P_TX_DATA : P_TX_RANDOM;
        P_TX_DATA   : r_nxt_state = r_tx_cnt == P_PKT_LEN - 2 ? P_TX_GAP : P_TX_DATA;
        P_TX_GAP    : r_nxt_state = (r_st_cnt == r_send_gap && !r_send_end) ? P_TX_IDLE : 
                                    (r_st_cnt == r_send_gap && r_send_end) ? P_TX_END : P_TX_GAP;
        P_TX_END    : r_nxt_state = P_TX_END;
        default     : r_nxt_state = P_TX_IDLE;
    endcase
end
always @(posedge i_clk or posedge i_rst)begin
    if(i_rst)
        r_cycle_cnt <= 'd0;
    else if(!w_skews_tor && r_cycle_cnt == P_PKT_NUM)
        r_cycle_cnt <= r_cycle_cnt;
    else if(w_skews_tor && r_cycle_cnt == P_HOT_PKT_NUM)
        r_cycle_cnt <= r_cycle_cnt;
    else if(r_cur_state == P_TX_GAP && r_st_cnt == 0)
        r_cycle_cnt <= r_cycle_cnt + 'd1;
    else
        r_cycle_cnt <= r_cycle_cnt;
end
always @(posedge i_clk or posedge i_rst)begin
    if(i_rst)
        r_send_end <= 'd0;
    else if(w_skews_tor && r_cur_state == P_TX_GAP && r_st_cnt == 1)
        r_send_end <= (r_cycle_cnt == P_HOT_PKT_NUM) ? 1'b1 : 1'b0;
    else if(!w_skews_tor && r_cur_state == P_TX_GAP && r_st_cnt == 1)
        r_send_end <= (r_cycle_cnt == P_PKT_NUM) ? 1'b1 : 1'b0;        
    else
        r_send_end <= r_send_end;
end
always @(posedge i_clk or posedge i_rst)begin
    if(i_rst)
        r_tx_cnt <= 'd0;
    else if(r_tx_cnt == P_PKT_LEN - 1)
        r_tx_cnt <= 'd0;
    else if(r_tx_axis_tvalid)
        r_tx_cnt <= r_tx_cnt + 'd1;
    else
        r_tx_cnt <= r_tx_cnt;
end
always @(posedge i_clk or posedge i_rst)begin
    if(i_rst)
        r_tx_axis_tvalid <= 'd0;
    else if(r_tx_cnt == P_PKT_LEN - 1)
        r_tx_axis_tvalid <= 'd0;
    else if(r_cur_state == P_TX_DATA)
        r_tx_axis_tvalid <= 'd1;
    else
        r_tx_axis_tvalid <= r_tx_axis_tvalid;
end
always @(posedge i_clk or posedge i_rst)begin
    if(i_rst)
        r_tx_axis_tdata <= 'd0;
    else if(r_cur_state == P_TX_DATA)
        case (r_st_cnt)
            0       : r_tx_axis_tdata <= {r_dest_mac,P_MY_PORT_MAC[47:32]};
            1       : r_tx_axis_tdata <= {P_MY_PORT_MAC[31:0],16'h0800,16'd0};
            default : r_tx_axis_tdata <= i_time_stamp;
        endcase
    else
        r_tx_axis_tdata <= 'd0;
end
always @(posedge i_clk or posedge i_rst)begin
    if(i_rst)
        r_tx_axis_tlast <= 'd0;
    else if(r_tx_cnt == P_PKT_LEN - 2)
        r_tx_axis_tlast <= 'd1;
    else
        r_tx_axis_tlast <= 'd0;
end
always @(posedge i_clk or posedge i_rst)begin
    if(i_rst)begin
        ri_check_mac   <= 'd0;
        ri_check_id    <= 'd0;
        ri_check_valid <= 'd0;
    end
    else if(i_check_valid)begin
        ri_check_mac   <= i_check_mac  ;
        ri_check_id    <= i_check_id   ;
        ri_check_valid <= i_check_valid;
    end
    else begin
        ri_check_mac   <= ri_check_mac  ;
        ri_check_id    <= ri_check_id   ;
        ri_check_valid <= 'd0;
    end
end
always @(posedge i_clk or posedge i_rst)begin
    if(i_rst)
        ro_check_id <= 'd0;
    else if(ri_check_valid)
        ro_check_id <= ri_check_id;
    else
        ro_check_id <= ro_check_id;
end
always @(posedge i_clk or posedge i_rst)begin
    if(i_rst)
        ro_seek_flag <= 'd0;
    else if(ri_check_valid && ri_check_mac[47:8] == P_MY_TOR_MAC[47:8] && ri_check_mac[7:0] != 0)
        ro_seek_flag <= 'd1; 
    else if(ri_check_valid && ri_check_mac[47:8] != P_MY_TOR_MAC[47:8] && !P_UPLINK_TRUE)
        ro_seek_flag <= 'd0; 
    else if(ri_check_valid && ri_check_mac[47:8] == P_MY_TOR_MAC[47:8] && ri_check_mac[7:0] == 0 && P_UPLINK_TRUE)
        ro_seek_flag <= 'd3; 
    else if(ri_check_valid && ri_check_mac[47:8] != P_MY_TOR_MAC[47:8] && ri_check_mac[15:8] != {5'd0,i_cur_connect_tor} && P_UPLINK_TRUE)
        ro_seek_flag <= 'd0; 
    else if(ri_check_valid && ri_check_mac[47:8] != P_MY_TOR_MAC[47:8] && ri_check_mac[15:8] == {5'd0,i_cur_connect_tor} && P_UPLINK_TRUE)
        ro_seek_flag <= 'd2; 
    else
        ro_seek_flag <= ro_seek_flag;
end
always @(posedge i_clk or posedge i_rst)begin
    if(i_rst)
        ro_outport <= 'd0;
    else if(ri_check_valid && ri_check_mac[47:8] == P_MY_TOR_MAC[47:8])
        ro_outport <= ri_check_mac[2:0] - 1; 
    else if(ri_check_valid && ri_check_mac[47:8] != P_MY_TOR_MAC[47:8])
        ro_outport <= ri_check_mac[10:8];
    else
        ro_outport <= ro_outport;
end
always @(posedge i_clk or posedge i_rst)begin
    if(i_rst)
        ro_result_valid <= 'd0;
    else if(ri_check_valid)
        ro_result_valid <= 'd1;
    else
        ro_result_valid <= 'd0;
end
endmodule
```

## flow/run.sh

```bash
#!/bin/bash
# OpenROAD 26Q1-2900-gdf79404cd8, Yosys 0.63+post, stock flow scripts
make -C /OpenROAD-flow-scripts/flow DESIGN_CONFIG=/design/flow/config.mk WORK_HOME=/design/flow/orfs finish
```

==> results_dict.tcl <==
# flow metrics
set metrics [dict create \
    status "finished clean" \
    antenna_found_initial 0 \
    top_level_ports 285 \
    fin_ws_ns 2.09 \
    worst_ir_drop_vdd_v 0.000326 \
    tool_warnings 110 \
    post_drt_via_cell_ratio 4.55 \
    detail_route.iter0.violations 340 \
    cts.repair.resized 0 \
    clock-root-buffer "sky130_fd_sc_hd__clkbuf_16" \
    numCtsBuffers 23 \
    place_worst_setup_slack_ns 2.06 \
    gr-usage-all-layers_pct 14.7 \
    globalRoute.totalOverflow 0 \
    dr_wl_met2_um 8820 \
    clkLatencyLatePin_ns 0.50 \
    top_layer "met4" \
    antenna_violating_nets_post_route 0 \
    die_y_um 170 \
    cp_slowest_cell "sky130_fd_sc_hd__or4_4" \
    ys_chip_area_sq_um 8420 \
    antennaDiodeCount 0 \
    timing_worst_setup_path_type "register to register" \
    worstReg2RegEnd "r_tx_axis_tdata[27]$_DFF_PP0_" \
    postSynthSeqShare_pct 60.1 \
    cp_cell_sequence "or4_4 -> or3_1 -> nor2_1 -> a21oi_1 -> o21a_1" \
    cp_max_fo 8 \
    drive_gt1_share_pct 17.1 \
    detail_route.wl_per_cell_um 15.8 \
    cts_tree "yes" \
    rsz0062_at_grt "no" \
    postSynth.topFlopCell "sky130_fd_sc_hd__dfrtp_1" \
    clkSlewWorstSetupHoldPaths_ns 0.06 \
    worst_r2r_path_depth 5 \
    synthDistinctLibCells 52 \
    clk_path_buf_depth 3 \
    initial_core_utilization_pct 30.9 \
    crit-reg2reg-launch "r_st_cnt[9]$_DFF_PP0_" \
    power_density_nw_per_um2 434 \
    whs_endpoint "r_cycle_cnt[15]$_DFFE_PP0P_" \
    cts-htree-levels 1 \
    ys_async_sr_fraction_pct 100 \
    area_delta_synth_final_pct 37.2 \
    hold_path.startpoint "r_cycle_cnt[15]$_DFFE_PP0P_" \
    worstSetupEndpointType "register" \
    hold_buffers 0 \
    coreArea_sq_um 27300 \
    globalplace.congestion 0.815 \
    synth-edff-count 0 \
    critical_path_arrival_ns 3.20 \
    synthesis.area_per_instance_sq_um 12.3 \
    global_route_wire_length_before_repair_um 32300 \
    clk_skew_ns 0.00979 \
    detailedRoute.firstPassIterationCount 6 \
    hold_depth 1 \
    post_synth_inst_count 682 \
    hold_path.class "register to register" \
    m1WireLength_um 9820 \
    yosys_register_bits 202 \
    netlist_area_sq_um 8420 \
    fillers 2522 \
    setup_tns_ns 0 \
    final_period_minus_worst_setup_slack_ns 2.81 \
    yosys_cells 682 \
    vias 5771 \
    portBuffers 195 \
    cts_num_sinks 202 \
    post-route-period-util_pct 57.4 \
    number_of_global_route_vias_before_repair 5686 \
    detail_route.wirelength_um 20000 \
    post-dp-hpwl_um 13900 \
    worst_slew_margin_rel_pct 49.9 \
    worst_path_largest_cell_delay_ns 0.58 \
    met3WireLength_um 1070 \
    grt_start_max_net_pins 77 \
    yosys_warnings 1 \
    cap_viol_max_count 0 \
    drcViolationCount 0 \
    p_leak_nw 5.08 \
    highest_attainable_clock_frequency_mhz 356 \
    cts_post_setup_buffers_inserted 0 \
    std_cell_rows 60 \
    worstPathRequired_ns 5.28 \
    tightestPinTransition_ns 0.752 \
    post-route-util_pct 42.4 \
    power_w 0.00502 \
    finalHoldViolations 0 \
    final_setup_violation_count 0 \
    die_width_um 170 \
    final-max-slew-violation-count 0 \
    reg2reg_slack_ns 2.09 \
    chip_area_sq_um 28700 \
    critical_path.startpoint_type "register" \
]
-- where the power goes --
group	total (W)	internal [W]	switching, W
Combinational	0.00122	0.000556	0.000669
Sequential	0.00205	0.00189	0.000156
Clock	0.00175	0.00109	0.000659
-- placed cells by master (no fill, tap or decap), types with 4 or more instances in the layout --
master	Yosys	final
sky130_fd_sc_hd__a21oi_1	23	23
sky130_fd_sc_hd__a22oi_1	5	5
sky130_fd_sc_hd__and2_1	8	8
sky130_fd_sc_hd__and3_1	35	35
sky130_fd_sc_hd__and4_1	7	7
sky130_fd_sc_hd__buf_4	10	9
sky130_fd_sc_hd__clkbuf_16	0	23
sky130_fd_sc_hd__clkbuf_8	0	9
sky130_fd_sc_hd__clkdlybuf4s50_1	0	194
sky130_fd_sc_hd__clkinv_2	0	4
sky130_fd_sc_hd__conb_1	2	11
sky130_fd_sc_hd__dfrtp_1	194	194
sky130_fd_sc_hd__dfstp_2	8	8
sky130_fd_sc_hd__ha_1	11	11
sky130_fd_sc_hd__inv_1	19	18
sky130_fd_sc_hd__mux2_2	70	70
sky130_fd_sc_hd__nand2_1	35	35
sky130_fd_sc_hd__nand3_1	16	16
sky130_fd_sc_hd__nand4_1	14	14
sky130_fd_sc_hd__nor2_1	49	49
sky130_fd_sc_hd__nor3_1	11	11
sky130_fd_sc_hd__nor3_2	10	10
sky130_fd_sc_hd__nor4_1	10	10
sky130_fd_sc_hd__nor4b_1	8	8
sky130_fd_sc_hd__o21a_1	9	9
sky130_fd_sc_hd__o21ai_0	11	10
sky130_fd_sc_hd__or3_1	4	4
sky130_fd_sc_hd__xnor2_1	29	29
sky130_fd_sc_hd__xor2_1	19	19
-- critical path, delay by kind of cell (launching register included) --
| kind | cells | cell delay [ns] |
|---|---|---|
| DFF | 1 | 0.43 |
| AOI/OAI and AO/OA | 2 | 0.60 |
| and+or+nand+nor | 3 | 1.66 |
-- synthesized netlist by cell type (14+ instances only) --
cell type,instances,area (sq um)
sky130_fd_sc_hd__and3_1,35,219
sky130_fd_sc_hd__mux2_2,70,788
sky130_fd_sc_hd__nand4_1,14,87.6
sky130_fd_sc_hd__dfrtp_1,194,4850
sky130_fd_sc_hd__nor2_1,49,184
sky130_fd_sc_hd__a21oi_1,23,115
sky130_fd_sc_hd__nand3_1,16,80.1
sky130_fd_sc_hd__xnor2_1,29,254
sky130_fd_sc_hd__inv_1,19,71.3
sky130_fd_sc_hd__clkbuf_1,24,90.1
sky130_fd_sc_hd__nand2_1,35,131
sky130_fd_sc_hd__xor2_1,19,166
-- kinds of logic (layout without fill, tap and decap cells) --
| kind of cell | after synthesis | after routing | synth area share (%) |
|---|---|---|---|
| buf+inv | 56 | 262 | 3.12 |
| compound gates | 57 | 57 | 4.19 |
| simple gates | 235 | 235 | 16.3 |
| xor+xnor | 48 | 48 | 4.99 |
| mux | 71 | 71 | 9.48 |
| flops | 202 | 202 | 60.1 |
| other cells | 2 | 11 | 0.0892 |
| fa+ha+maj | 11 | 11 | 1.63 |
-- stage by stage --
| step | std cells | hold slack [ns] | cell area (sq um) |
|---|---|---|---|
| floorplan | 691 | 0.428 | 8460 |
| global placement | 1231 | 0.467 | 10800 |
| detailed placement | 1231 | 0.466 | 10800 |
| CTS | 1269 | 0.478 | 11500 |
| global route | 1269 | 0.516 | 11500 |
| finish | 1269 | 0.470 | 11500 |
-- final cells by class --
cell class	instances	area, sq um	share of cell area (%)
sequential	202	5060	43.9
multi-input combinational	433	3130	27.1
timing repair buffer	205	2030	17.6
clock buffer	32	699	6.06
tap	372	465	4.03
clock inverter	6	80.1	0.693
inverter	19	75.1	0.650
-- per-layer routing --
metal,up-vias,GRT usage (%)
met5,-,0
met4,0,2.12
met3,29,2.78
met2,145,21.7
met1,2831,23.7
li1,2766,-
-- flip-flops by register name, summed over array words and instances (netlist names), 6 cells and up --
register and flops:
r_random_dest 8, r_cycle_cnt 16, r_dest_mac 6, r_tx_cnt 16, r_st_cnt 16, ri_check_mac 48
r_tx_axis_tdata 64
-- worst max-delay path by stage --
| stage | slack (ns) | startpoint | cells past startpoint | to |
|---|---|---|---|---|
| 6_report | 2.09 | r_st_cnt[9]$_DFF_PP0_ | 5 | r_tx_axis_tdata[27]$_DFF_PP0_ |
| 5_1_grt | 1.95 | r_st_cnt[9]$_DFF_PP0_ | 5 | r_tx_axis_tdata[54]$_DFF_PP0_ |
| 4_1_cts | 2.05 | r_st_cnt[9]$_DFF_PP0_ | 5 | r_tx_axis_tdata[54]$_DFF_PP0_ |
Power figures rest on the tool's default switching activity, not on a simulated workload.
